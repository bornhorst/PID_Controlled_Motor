==> design.v <==
`timescale 1ns / 1ps
module rpm_detection(
    input               clk, reset,  
    input               sensA,       
    output reg [31:0]   rpm_out      
    );
    parameter   sample_time    = 32'h5F5E100;     
    reg[31:0]   time_reference;  
    reg[31:0]   enc_ticks;       
    reg         sensA_d;         
    reg         interlock;
    initial 
    begin
        time_reference  = 0;     
        enc_ticks       = 0;
        rpm_out         = 0;
        interlock       = 1;
    end
    always@(posedge clk)    
    begin    
        if(~reset)   
            begin
                time_reference  <= 0;    
                enc_ticks       <= 0;
                rpm_out         <= 0;
                interlock       <= 1;
            end
        else         
            begin
            sensA_d = sensA;
            if(time_reference >= sample_time)          
                begin
                    rpm_out <= enc_ticks[31:0];     
                    time_reference <= 0;     
                    enc_ticks <= 0;            
                end
            else
                begin
                    time_reference <= time_reference + 1;    
                    if(sensA_d == 1 && interlock == 0)     
                        begin
                            enc_ticks <= enc_ticks + 1;  
                            interlock <= 1;
                        end
                    else if(sensA_d == 0 && interlock == 1)     
                        begin
                            interlock <= 0;
                        end
                end
            end
    end
endmodule
==> run.sh <==
#!/bin/bash
# OpenROAD 26Q1-2900-gdf79404cd8, Yosys 0.63+post, stock flow scripts
make -C /OpenROAD-flow-scripts/flow DESIGN_CONFIG=/design/flow/config.mk WORK_HOME=/design/flow/orfs finish
==> config.mk <==
export PLATFORM = sky130hd
export DESIGN_NAME = rpm_detection
export DESIGN_NICKNAME = rpm_detection
export VERILOG_FILES = /design/flow/design.v
export SDC_FILE = /design/flow/constraint.sdc
export NUM_CORES = 4
export LEC_CHECK = 1
export CORE_UTILIZATION = 30
==> constraint.sdc <==
current_design rpm_detection

set clk_period 4.9
set clk_io_pct 0.2

create_clock -name clk0 -period $clk_period [get_ports {clk}]

set non_clock_inputs [all_inputs -no_clocks]
set_input_delay [expr $clk_period * $clk_io_pct] -clock clk0 $non_clock_inputs
set_output_delay [expr $clk_period * $clk_io_pct] -clock clk0 [all_outputs]
==> impl_metrics.tcl <==
# flow metrics
set metrics [dict create \
    status "completed" \
    drt_drc 0 \
    synth_stat.cells 465 \
    place_area_sq_um 4500 \
    area_growth_from_synthesis_to_layout_pct 20.0 \
    path_class "in -> reg" \
    die_area_sq_um 13900 \
    cts_made_buffers 9 \
    worst_hold_path_type "reg -> reg" \
    core_density_at_floorplan_pct 31.3 \
    ctsRootBufferMaster "sky130_fd_sc_hd__clkbuf_16" \
    vias 3075 \
    critical_path.endpoint_type "register" \
    instance_tally_after_logic_synthesis 465 \
    drt-wirelength-per-cell_microns 11.4 \
    report.final.slew_viol_count 0 \
    power_density_over_the_cells_nw_per_um2 328 \
    die.size.x_microns 118 \
    routabilityCongestion 0.735 \
    clock_sinks 97 \
    finalHoldViolCount 0 \
    count_of_tool_warnings 27 \
    ant_nets 0 \
    cts_tree "built" \
    worstMarginPinSlew_ns 0.769 \
    detailed_place_hpwl_microns 4900 \
    deepest_clock_path_buffer_count 2 \
    post_route_cells_drive_above_1_share_pct 7.68 \
    ys.flops 97 \
    critical_path.startpoint_type "input port" \
    antenna_cells 0 \
    yosys_warnings 1 \
    htreeDepth 3 \
    ir_worst_vdd_mv 0.204 \
    io_buffers 34 \
    timing.clock.skew_ns 0.0122 \
    finalCritPeriodShare_pct 59.7 \
    final_period_minus_worst_setup_slack_ns 2.93 \
    power.static_leakage_nw 1.45 \
    path_max_fanout 14 \
    fp.dieH_microns 118 \
    grt_setup_unrepaired "false" \
    worst-endpoint-required_ns 5.12 \
    cts_resized 0 \
    synthesis_area_per_yosys_sq_um 4030 \
    totalWireLength_microns 7570 \
    synth_cell_type_count 36 \
    synthesized_cell_area_sq_um 4030 \
    wire_length_of_the_first_global_routing_pass_microns 13500 \
    rows 41 \
    clk_latency_ns 0.35 \
    grt.total_usage_pct 11.7 \
    number_of_global_route_vias_before_repair 2903 \
    drt_iter0_markers 207 \
    placeable_core_region_sq_um 12900 \
    boundaryPins 35 \
    arrival_ns 3.15 \
    final-setup-viol-count 0 \
    drtPass1Iterations 4 \
    clk_pin_slew_ns 0.07 \
    maxClockFrequency_mhz 342 \
    largest_net_degree_at_the_start_of_global_routing 68 \
    grt_remaining_overflow 0 \
    avgViaCountPerCell 4.61 \
    timing.slew.headroom_pct 48.6 \
    post-route-cell-area_sq_um 4840 \
    fin_setup_tns_ns 0 \
    initial_antenna_violation_count 0 \
    cts.hold.buffers_added 0 \
    synth.yosys.seq_area_share_pct 48.2 \
    cts_post_setup_buffers_inserted 0 \
    timing.max_cap.violations 0 \
    synthesis.area_per_instance_sq_um 8.67 \
]
path summary, 6_finish.rpt:
check                           depth (start not counted)  slack [ns]                end               start
worst max-delay path                                    6        1.97      enc_ticks[24]               sensA
worst min-delay path                                    2        0.45        rpm_out[26]         rpm_out[26]
worst max register to register                          7        2.12  time_reference[4]  time_reference[17]
worst min register to register                          2        0.45        rpm_out[26]         rpm_out[26]
placed cells by master, fill, tap and decap left out, types with 8 or more instances in the layout:
cell type	Yosys	routed
sky130_fd_sc_hd__clkbuf_16	0	9
sky130_fd_sc_hd__nor4_2	8	8
sky130_fd_sc_hd__xnor2_1	31	31
sky130_fd_sc_hd__dfxtp_1	97	97
sky130_fd_sc_hd__nand3_1	56	56
sky130_fd_sc_hd__nand2_1	52	52
sky130_fd_sc_hd__nor2_1	63	63
sky130_fd_sc_hd__clkdlybuf4s50_1	0	33
sky130_fd_sc_hd__o21ai_0	22	22
sky130_fd_sc_hd__xor2_1	24	24
sky130_fd_sc_hd__nand4_1	11	11
sky130_fd_sc_hd__inv_1	11	11
sky130_fd_sc_hd__o21ai_1	12	12
sky130_fd_sc_hd__nor3_1	12	12
report_power, final:
part | total [W] | internal [W] | switching (W) | leakage [nW]
logic | 0.0000203 | 0.00000359 | 0.0000167 | 0.507
clock network | 0.000774 | 0.000467 | 0.000308 | 0.160
registers | 0.000791 | 0.000790 | 0.000000819 | 0.783
total | 0.00159 | 0.00126 | 0.000325 | 1.45
metal layers:
layer	vias to the layer above	routed length [microns]	GRT usage [%]
met4	0	157	2.00
met3	12	252	2.12
met2	39	3150	17.6
li1	1615	-	-
met5	-	0	0
met1	1409	4010	18.2
through the flow:
| stage | hold slack (ns) | power [W] | setup slack (ns) | std cells | util, % |
|---|---|---|---|---|---|
| floorplan | 0.414 | 0.000825 | 2.60 | 469 | - |
| global placement | 0.438 | 0.000830 | 1.61 | 651 | 35.0 |
| detailed placement | 0.444 | 0.000830 | 1.56 | 651 | 35.0 |
| CTS | 0.454 | 0.00161 | 1.96 | 667 | 37.6 |
| global route | 0.469 | 0.00165 | 1.84 | 667 | 37.6 |
| finish | 0.449 | 0.00159 | 1.97 | 667 | 37.6 |
critical path: stages:
cell                              delay, ns
sky130_fd_sc_hd__clkdlybuf4s50_1       0.46
sky130_fd_sc_hd__ha_1                  0.31
sky130_fd_sc_hd__nand4_1               0.66
sky130_fd_sc_hd__nor4_1                0.53
sky130_fd_sc_hd__xnor2_1               0.16
sky130_fd_sc_hd__nor2_1                0.05
sequential cells by signal (all words and copies together) (netlist names):
register        flops
enc_ticks          32
rpm_out            32
time_reference     32
interlock           1
cell usage after synthesis:
cell type | n | share of area [%]
sky130_fd_sc_hd__dfxtp_1 | 97 | 48
sky130_fd_sc_hd__nor2_1 | 63 | 5.9
sky130_fd_sc_hd__nand3_1 | 56 | 7.0
sky130_fd_sc_hd__nand2_1 | 52 | 4.8
sky130_fd_sc_hd__xnor2_1 | 31 | 6.7
sky130_fd_sc_hd__xor2_1 | 24 | 5.2
sky130_fd_sc_hd__o21ai_0 | 22 | 2.7
sky130_fd_sc_hd__clkbuf_1 | 15 | 1.4
sky130_fd_sc_hd__nor3_1 | 12 | 1.5
sky130_fd_sc_hd__o21ai_1 | 12 | 1.5
sky130_fd_sc_hd__inv_1 | 11 | 1.0
sky130_fd_sc_hd__nand4_1 | 11 | 1.7
sky130_fd_sc_hd__nor4_2 | 8 | 2.5
sky130_fd_sc_hd__and4_1 | 7 | 1.5
sky130_fd_sc_hd__buf_1 | 7 | 0.65
sky130_fd_sc_hd__ha_1 | 4 | 1.2
sky130_fd_sc_hd__nor2_2 | 4 | 0.62
sky130_fd_sc_hd__and3_1 | 3 | 0.47
sky130_fd_sc_hd__buf_2 | 3 | 0.37
sky130_fd_sc_hd__nor4_1 | 3 | 0.47
sky130_fd_sc_hd__buf_6 | 2 | 0.56
sky130_fd_sc_hd__nand4_2 | 2 | 0.62
sky130_fd_sc_hd__nor2b_1 | 2 | 0.31
sky130_fd_sc_hd__or3_1 | 2 | 0.31
sky130_fd_sc_hd__a211oi_1 | 1 | 0.19
sky130_fd_sc_hd__a221oi_1 | 1 | 0.22
sky130_fd_sc_hd__a31oi_1 | 1 | 0.16
sky130_fd_sc_hd__and2_1 | 1 | 0.16
sky130_fd_sc_hd__and4bb_2 | 1 | 0.31
sky130_fd_sc_hd__conb_1 | 1 | 0.093
sky130_fd_sc_hd__mux2i_1 | 1 | 0.25
sky130_fd_sc_hd__nand2b_1 | 1 | 0.16
sky130_fd_sc_hd__nand4bb_1 | 1 | 0.28
sky130_fd_sc_hd__nor4_4 | 1 | 0.53
sky130_fd_sc_hd__o22a_1 | 1 | 0.22
sky130_fd_sc_hd__o311ai_1 | 1 | 0.22
cells by family (layout without fill, tap and decap cells):
| group | after synthesis | after routing | share of synthesized area [%] |
|---|---|---|---|
| compound gates | 39 | 39 | 5.21 |
| flops | 97 | 97 | 48.2 |
| buf+inv | 38 | 64 | 4.00 |
| xor+xnor | 55 | 55 | 11.9 |
| other cells | 1 | 5 | 0.0930 |
| fa+ha+maj | 4 | 4 | 1.24 |
| simple gates | 230 | 230 | 29.1 |
| mux | 1 | 1 | 0.248 |
cell type report:
type	count	area, sq um
sequential	97	1940
tap	172	215
clock inverter	6	93.8
clock buffer	10	239
multi-input combinational	334	1950
fill	1255	8040
inverter	11	41.3
timing repair buffer	37	358
Power figures rest on the tool's default switching activity, not on a simulated workload.
